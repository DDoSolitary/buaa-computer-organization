`flow/run.sh`:
```
#!/bin/bash
# OpenROAD 26Q1-2900-gdf79404cd8, Yosys 0.63+post, stock flow scripts
make -C /OpenROAD-flow-scripts/flow DESIGN_CONFIG=/design/flow/config.mk WORK_HOME=/design/flow/orfs finish
```
`flow/config.mk`:
```
export PLATFORM = sky130hd
export DESIGN_NAME = TC
export DESIGN_NICKNAME = TC
export VERILOG_FILES = /design/flow/design.v
export SDC_FILE = /design/flow/constraint.sdc
export NUM_CORES = 4
export LEC_CHECK = 1
export CORE_UTILIZATION = 40
```
`flow/constraint.sdc`:
```
current_design TC

set clk_period 5.9
set clk_io_pct 0.2

create_clock -name clk0 -period $clk_period [get_ports {clk}]

set non_clock_inputs [all_inputs -no_clocks]
set_input_delay [expr $clk_period * $clk_io_pct] -clock clk0 $non_clock_inputs
set_output_delay [expr $clk_period * $clk_io_pct] -clock clk0 [all_outputs]
```
`flow/design.v`:
```
module TC(
    input clk,
    input reset,
    input [31:2] Addr,
    input WE,
    input [31:0] Din,
    output [31:0] Dout,
    output IRQ
    );
	reg [1:0] state;
	reg [31:0] mem [2:0];
	reg _IRQ;
	assign IRQ = mem[0][3] & _IRQ;
	assign Dout = mem[Addr[3:2]];
	wire [31:0] load = Addr[3:2] == 0 ? {28'h0, Din[3:0]} : Din;
	integer i;
	always @(posedge clk) begin
		if(reset) begin
			state <= 0; 
			for(i = 0; i < 3; i = i+1) mem[i] <= 0;
			_IRQ <= 0;
		end
		else if(WE) begin
			mem[Addr[3:2]] <= load;
		end
		else begin
			case(state)
				2'b00 : if(mem[0][0]) begin
					state <= 2'b01;
					_IRQ <= 1'b0;
				end
				2'b01 : begin
					mem[2] <= mem[1];
					state <= 2'b10;
				end
				2'b10  : 
					if(mem[0][0]) begin
						if(mem[2] > 1) mem[2] <= mem[2]-1;
						else begin
							mem[2] <= 0;
							state <= 2'b11;
							_IRQ <= 1'b1;
						end
					end
					else state <= 2'b00;
				default : begin
					if(mem[0][2:1] == 2'b00) mem[0][0] <= 1'b0;
					else _IRQ <= 1'b0;
					state <= 2'b00;
				end
			endcase
		end
	end
endmodule
```
==> flow_metrics.tcl <==
# collected from the flow reports
set metrics [dict create \
    status "completed" \
    top_cell_area_share_pct 56.6 \
    drt-pass1-iter-count 5 \
    gp_congestion 0.841 \
    drc 0 \
    pin_count 98 \
    grt_pass1_wl_um 29200 \
    cts_setup_buffers 0 \
    cts_resized 0 \
    io_buffers 69 \
    synth_warnings 1 \
    p_per_area_nw_per_um2 302 \
    critPathRequiredTime_ns 4.72 \
    edf_count 128 \
    reg2reg_from "mem[2][16]$_SDFFCE_PN0P_" \
    stdcell_count 882 \
    wl_per_cell_um 20.7 \
    core_area_um2 16600 \
    crit_chain "buf_2 > buf_4 > mux4_2 > clkdlybuf4s50_1" \
    die_w_um 132 \
    netlist-cell-type-count 54 \
    irDropWorstVdd_uv 277 \
    r2r_end "mem[3][25]$_DFFE_PP_" \
    hold_depth 2 \
    grt-ovfl-total 0 \
    dp_cells 850 \
    dieArea_um2 17500 \
    fin_skew_ns 0.00794 \
    postSynthAreaPerCell_um2 12.3 \
    die_height_um 132 \
    clock_latency_ns 0.42 \
    ys_seq_share_pct 58.0 \
    postLayoutCoreUtil_pct 51.7 \
    cts_tree "done" \
    grt_setup_unrepaired "no" \
    htree_levels 4 \
    hold_class "flop to flop" \
    grt_pass1_vias 5245 \
    worstMarginPinSlew_ns 0.889 \
    cts_buffers 17 \
    fmax_ghz 0.230 \
    dr_total_vias 4932 \
    drv_slew 0 \
    p_leak_uw 0.00316 \
    fp_util_pct 41.0 \
    endpoint_kind "primary output" \
    tns_ns 0 \
    drt_iter0_drc 261 \
    syn_inst 552 \
    cts_root_buf "clkbuf_16" \
    reg2regPathDepth 6 \
    crit_slowest_cell "mux4_2" \
    antenna_found_initial 0 \
    reg2reg_setup_slack_ns 3.06 \
    holdPathEnd "state[3]$_DFF_P_" \
    cts.sinks 133 \
    async_reset_ff_share_pct 0 \
    hp-start "state[3]$_DFF_P_" \
    diodes 0 \
    postRouteAntennaNets 0 \
    warnings 54 \
    max_stage_delay_ns 0.62 \
    path_max_fanout 24 \
    yosys_cells 552 \
    final.period_utilization_pct 73.8 \
    grt_max_degree 34 \
    cts_buffer_depth 2 \
    largest_area_cell "edfxtp_1" \
    hpwl_um 11300 \
    area_growth_pct 26.1 \
    drive_above_1_share_pct 15.7 \
    ff_type "edfxtp_1" \
    min_period_ns 4.35 \
    grt_usage_pct 23.8 \
    vias_per_cell 5.59 \
    timing.slew.headroom_pct 40.7 \
    ys_area_um2 6800 \
    cp-start-kind "input port" \
    setup_viol 0 \
    ctsHoldBuffers 0 \
    synth_flop_count 133 \
    rows 47 \
    detail_route.wirelength_um 18200 \
    power_uw 2580 \
    synthTopCellsByArea "edfxtp_1 57%, mux4_2 11%, nor2_1 4.5%" \
    syn-cell-area_um2 6800 \
    cp.arrival_ns 3.17 \
    path_class "input port to primary output" \
    hold_viol 0 \
    path_clk_slew_ns 0.06 \
    max_cap_violations 0 \
]
==> registers in the layout (all words and copies together) (netlist names) <==
register / flops
state: 4
mem: 128
_IRQ: 1
==> worst max-delay path, delay by kind of cell <==
family	cells	cell delay [ns]
buf+inv	3	1.36
mux	1	0.62
==> placed cells by master, fill, tap and decap left out, types with 3 or more instances in the layout <==
cell type	count
or4_1	6
clkbuf_16	17
nor4_2	6
nor2_1	81
conb_1	28
nand2b_1	3
and3_1	12
clkinvlp_4	3
clkdlybuf4s50_1	67
nand2_1	43
and2_1	14
xnor2_1	8
nor3_1	23
or3_1	6
nor4_1	11
inv_1	8
a21oi_1	20
or2_2	5
a221oi_1	9
bufinv_16	6
mux4_2	32
o211ai_1	3
o21ai_0	3
nand3_1	30
dfxtp_1	5
buf_4	18
xor2_1	19
nand4_1	4
edfxtp_1	128
==> cell type report <==
cell class / count / area, µm²
Multi-Input combinational cell: 401 / 2810
Timing Repair Buffer: 88 / 836
Inverter: 8 / 30.0
Fill cell: 1410 / 8010
Tap cell: 220 / 275
Clock buffer: 19 / 443
Clock inverter: 13 / 230
Sequential cell: 133 / 3940
==> Yosys cell counts (2+ instances only) <==
cell type  number
edfxtp_1      128
nor2_1         81
nand2_1        43
mux4_2         32
clkbuf_1       31
nand3_1        30
nor3_1         24
a21oi_1        20
xor2_1         19
and2_1         14
nor4_1         13
and3_1         12
a221oi_1        9
inv_1           8
xnor2_1         8
or3_1           6
or4_1           6
dfxtp_1         5
or2_2           5
buf_1           4
nand4_1         4
nor4_2          4
o21ai_0         4
a31oi_1         3
nand2b_1        3
o211ai_1        3
a32o_1          2
and4_1          2
ha_1            2
o21ai_1         2
o31ai_1         2
==> power breakdown <==
group          internal, µW  switching [µW]
Combinational           137             127
Clock                   803             392
Sequential             1100            31.4
==> stage by stage <==
step	worst slack [ns]	hold WS (ns)	cell area, µm²
final	1.55	0.450	8570
after global routing	1.38	0.476	8570
after CTS	1.49	0.455	8570
after detailed placement	1.51	0.447	7900
after global placement	1.51	0.438	7900
after floorplan	1.09	0.423	6900
==> routing by layer <==
layer	track usage (%)	up-vias	wire (µm)
met5	0	-	0
met4	3.13	0	261
met3	11.3	16	2000
met2	35.9	272	8570
met1	34.8	2363	7420
li1	-	2281	-
==> how the worst max path moves through the flow <==
| stage | from | endpoint | slack [ns] | cells after the start |
|---|---|---|---|---|
| CTS | Addr[2] | Dout[14] | 1.49 | 4 |
| global route | Addr[2] | Dout[26] | 1.38 | 4 |
| finish | Addr[2] | Dout[22] | 1.55 | 4 |
==> kinds of logic after synthesis <==
group	share of synthesized area [%]
adders and majority gates	0.368
AOI/OAI and AO/OA	6.02
and+or+nand+nor	18.7
DFF	58.0
muxes	10.8
buffers and inverters	2.61
xor gates and xnor gates	3.48
other	0.0552
Power is estimated from default activity; no workload was simulated.
